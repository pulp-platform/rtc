==> flow/design.v <==
module rtc_clock (
                  input logic         clk_i,
                  input logic         rstn_i,
                  input logic         clock_update_i,
                  output logic [21:0] clock_o,
                  input logic [21:0]  clock_i,
                  input logic [9:0]   init_sec_cnt_i,
                  input logic         calibre_update_i,
                  input logic [15:0]  calibre_sec_cnt_i,
                  output logic [15:0] calibre_sec_cnt_o,
                  input logic         timer_update_i,
                  input logic         timer_enable_i,
                  input logic         timer_retrig_i,
                  input logic [16:0]  timer_target_i,
                  output logic [16:0] timer_value_o,
                  input logic         alarm_enable_i,
                  input logic [5:0]   alarm_mask_i,
                  input logic         alarm_update_clock_i,
                  input logic [21:0]  alarm_clock_i,
                  output logic [21:0] alarm_clock_o,
                  input logic         alarm_update_date_i,
                  input logic [31:0]  alarm_date_i,
                  output logic [31:0] alarm_date_o,
                  input logic [31:0]  date_i,
                  input logic         event_flag_update_i,
                  input logic [1:0]   event_flag_i ,
                  output logic [1:0]  event_flag_o,
                  output logic        event_o,
                  output logic        update_day_o
                  );
   logic [7:0]                        r_seconds;
   logic [7:0]                        r_minutes;
   logic [5:0]                        r_hours;
   logic [7:0]                        s_seconds;
   logic [7:0]                        s_minutes;
   logic [5:0]                        s_hours;
   logic [7:0]                        r_alarm_seconds;
   logic [7:0]                        r_alarm_minutes;
   logic [5:0]                        r_alarm_hours;
   logic [13:0]                       r_alarm_year;
   logic [4:0]                        r_alarm_month;
   logic [5:0]                        r_alarm_day;
   logic [5:0]                        r_alarm_mask;
   logic                              r_alarm_enable;
   logic [7:0]                        s_alarm_seconds;
   logic [7:0]                        s_alarm_minutes;
   logic [5:0]                        s_alarm_hours;
   logic [13:0]                       s_alarm_year;
   logic [4:0]                        s_alarm_month;
   logic [5:0]                        s_alarm_day;
   logic [13:0]                       s_year;
   logic [4:0]                        s_month;
   logic [5:0]                        s_day;
   logic [15:0]                       r_sec_counter;
   logic [15:0]                       r_sec_cnt_calibre;
   logic                              s_update_seconds;
   logic                              s_update_minutes;
   logic                              s_update_hours;
   logic                              s_alarm_match;
   logic                              r_alarm_match;
   logic                              s_alarm_event;
   logic                              s_timer_event;
   logic                              s_match_year;
   logic                              s_match_month;
   logic                              s_match_day;
   logic                              s_match_hours;
   logic                              s_match_minutes;
   logic                              s_match_seconds;
   logic [16:0]                       r_timer;
   logic [16:0]                       r_timer_target;
   logic                              r_timer_en;
   logic                              r_timer_retrig;
   logic [1:0]                        r_event_flag;
   assign s_seconds = clock_i[7:0];
   assign s_minutes = clock_i[15:8];
   assign s_hours   = clock_i[21:16];
   assign s_day    = date_i[5:0];
   assign s_month  = date_i[12:8];
   assign s_year   = date_i[29:16];
   assign s_alarm_seconds = alarm_clock_i[7:0];
   assign s_alarm_minutes = alarm_clock_i[15:8];
   assign s_alarm_hours   = alarm_clock_i[21:16];
   assign s_alarm_day   = alarm_date_i[5:0];
   assign s_alarm_month = alarm_date_i[12:8];
   assign s_alarm_year  = alarm_date_i[29:16];
   assign s_match_year    = r_alarm_mask[5] | ( s_year    == r_alarm_year );
   assign s_match_month   = r_alarm_mask[4] | ( s_month   == r_alarm_month );
   assign s_match_day     = r_alarm_mask[3] | ( s_day     == r_alarm_day );
   assign s_match_hours   = r_alarm_mask[2] | ( r_hours   == r_alarm_hours );
   assign s_match_minutes = r_alarm_mask[1] | ( r_minutes == r_alarm_minutes );
   assign s_match_seconds = r_alarm_mask[0] | ( r_seconds == r_alarm_seconds );
   assign s_alarm_match = s_match_year & s_match_month & s_match_day &
                          s_match_hours & s_match_minutes & s_match_seconds;
   assign s_alarm_event = r_alarm_enable & s_alarm_match & ~r_alarm_match;  
   assign s_timer_match = r_timer == r_timer_target;
   assign s_timer_event = r_timer_en & s_timer_match;
   assign s_update_seconds = (r_sec_counter == r_sec_cnt_calibre);
   assign s_update_minutes = s_update_seconds & (r_seconds == 8'h59);
   assign s_update_hours   = s_update_minutes & (r_minutes == 8'h59);
   assign event_o        = s_alarm_event | s_timer_event;
   assign update_day_o   = s_update_hours & (r_hours == 6'h23);
   assign clock_o        = {r_hours,r_minutes,r_seconds};
   assign alarm_clock_o  = {r_alarm_hours,r_alarm_minutes,r_alarm_seconds};
   assign alarm_date_o   = {2'b00,r_alarm_year,3'b000,r_alarm_month,2'b00,r_alarm_day};
   assign timer_value_o     = r_timer;
   assign calibre_sec_cnt_o = r_sec_cnt_calibre;
   assign event_flag_o      = r_event_flag;
   always @ (posedge clk_i or negedge rstn_i)
     begin
        if(~rstn_i)
          r_event_flag <= 'h0;
        else
          begin
             if (event_flag_update_i)
               begin
                  if (event_flag_i[0])
                    r_event_flag[0] <= 1'b0;
                  if (event_flag_i[1])
                    r_event_flag[1] <= 1'b0;
               end  
             else if (s_alarm_event)
               begin
                  r_event_flag[0] <= 1'b1;
               end
             else if (s_timer_event)
               begin
                  r_event_flag[1] <= 1'b1;
               end
          end
     end
   always @ (posedge clk_i or negedge rstn_i)
     begin
        if(~rstn_i)
          begin
             r_alarm_seconds <= 'h0;
             r_alarm_minutes <= 'h0;
             r_alarm_hours   <= 'h0;
             r_alarm_enable  <= 'h0;
             r_alarm_mask    <= 'h0;
             r_alarm_year    <= 'h0;
             r_alarm_month   <= 'h0;
             r_alarm_day     <= 'h0;
          end
        else
          begin
             if (alarm_update_clock_i)
               begin
                  r_alarm_enable  <= alarm_enable_i;
                  r_alarm_seconds <= s_alarm_seconds;
                  r_alarm_minutes <= s_alarm_minutes;
                  r_alarm_hours   <= s_alarm_hours  ;
                  r_alarm_mask    <= alarm_mask_i;
               end
             else if(s_alarm_event)  
               r_alarm_enable <= 'h0;
             if (alarm_update_date_i)
               begin
                  r_alarm_year    <= s_alarm_year;
                  r_alarm_month   <= s_alarm_month;
                  r_alarm_day     <= s_alarm_day;
               end
          end
     end
   always @ (posedge clk_i or negedge rstn_i)
     begin
        if(~rstn_i)
          r_alarm_match <= 'h0;
        else
          r_alarm_match <= s_alarm_match;
     end
   always @ (posedge clk_i or negedge rstn_i)
     begin
        if(~rstn_i)
          begin
             r_timer_en     <= 'h0;
             r_timer_target <= 'h0;
             r_timer        <= 'h0;
             r_timer_retrig <= 'h0;
          end
        else
          begin
             if (timer_update_i)
               begin
                  r_timer_en     <= timer_enable_i;
                  r_timer_target <= timer_target_i;
                  r_timer_retrig <= timer_retrig_i;
                  r_timer        <= 'h0;
               end
             else if(r_timer_en)
               begin
                  if(s_timer_match)
                    begin
                       if(!r_timer_retrig)
                         r_timer_en <= 0;
                       r_timer    <= 'h0;
                    end
                  else
                    r_timer <= r_timer + 1;
               end
          end
     end
   always @ (posedge clk_i or negedge rstn_i)
     begin
        if(~rstn_i)
          r_sec_cnt_calibre <= 'h7FFF;
        else
          begin
             if (calibre_update_i)
               r_sec_cnt_calibre <= calibre_sec_cnt_i;
          end
     end
   always @ (posedge clk_i or negedge rstn_i)
     begin
        if(~rstn_i)
          r_sec_counter <= 'h0;
        else
          begin
             if (clock_update_i)
               r_sec_counter <= {1'b0, init_sec_cnt_i, 5'h0};
             else
               begin
                  if (s_update_seconds)
                    r_sec_counter <= 'h0;
                  else
                    r_sec_counter <= r_sec_counter + 1;
               end
          end
     end
   always @(posedge clk_i or negedge rstn_i)
     begin
        if(~rstn_i)
          begin
             r_seconds <= 0;
             r_minutes <= 0;
             r_hours   <= 0;
          end
        else
          begin
             if (clock_update_i)
               begin
                  r_seconds <= s_seconds;
                  r_minutes <= s_minutes;
                  r_hours   <= s_hours;
               end
             else
               begin
                  if (s_update_seconds)
                    begin  
                       if (r_seconds[3:0] >= 4'h9)
                         r_seconds[3:0] <= 4'h0;
                       else
                         r_seconds[3:0] <= r_seconds[3:0] + 4'h1;
                       if (r_seconds >= 8'h59)
                         r_seconds[7:4] <= 4'h0;
                       else if (r_seconds[3:0] >= 4'h9)
                         r_seconds[7:4] <= r_seconds[7:4] + 4'h1;
                    end
                  if (s_update_minutes)
                    begin  
                       if (r_minutes[3:0] >= 4'h9)
                         r_minutes[3:0] <= 4'h0;
                       else
                         r_minutes[3:0] <= r_minutes[3:0] + 4'h1;
                       if (r_minutes >= 8'h59)
                         r_minutes[7:4] <= 4'h0;
                       else if (r_minutes[3:0] >= 4'h9)
                         r_minutes[7:4] <= r_minutes[7:4] + 4'h1;
                    end
                  if (s_update_hours)
                    begin  
                       if (r_hours >= 6'h23)
                         begin
                            r_hours <= 6'h00;
                         end else if (r_hours[3:0] >= 4'h9)
                           begin
                              r_hours[3:0] <= 4'h0;
                              r_hours[5:4] <= r_hours[5:4] + 2'h1;
                           end else begin
                              r_hours[3:0] <= r_hours[3:0] + 4'h1;
                           end
                    end
               end
          end
     end
endmodule
module rtc_date(
	input  logic clk_i,
	input  logic rstn_i,
	input  logic        date_update_i,
	input  logic [31:0] date_i,
	output logic [31:0] date_o,
	input logic new_day_i
);
	logic	[5:0]	s_day;
	logic	[4:0]	s_month;
	logic	[13:0]	s_year;
	logic   [5:0]   r_day;
	logic   [4:0]   r_month;
	logic   [13:0]  r_year;
	logic s_end_of_month;
	logic s_end_of_year;
	logic s_year_century;
	logic s_year_400;
	logic s_year_leap;
	logic s_year_div_4;
	assign s_day    = date_i[5:0];
	assign s_month  = date_i[12:8];
	assign s_year   = date_i[29:16];
	assign date_o = {2'b00,r_year,3'b000,r_month,2'b00,r_day};
	assign s_end_of_year = s_end_of_month & (r_month == 5'h12);
	always_comb
	begin
		case(r_month)
		5'h01: s_end_of_month = (r_day == 6'h31);  
		5'h02: s_end_of_month = (r_day == 6'h29) || ((~s_year_leap)&&(r_day == 6'h28));
		5'h03: s_end_of_month = (r_day == 6'h31);  
		5'h04: s_end_of_month = (r_day == 6'h30);  
		5'h05: s_end_of_month = (r_day == 6'h31);  
		5'h06: s_end_of_month = (r_day == 6'h30);  
		5'h07: s_end_of_month = (r_day == 6'h31);  
		5'h08: s_end_of_month = (r_day == 6'h31);  
		5'h09: s_end_of_month = (r_day == 6'h30);  
		5'h10: s_end_of_month = (r_day == 6'h31);  
		5'h11: s_end_of_month = (r_day == 6'h30);  
		5'h12: s_end_of_month = (r_day == 6'h31);  
		default: s_end_of_month = 1'b0;
		endcase
	end
	assign s_year_div_4   = ((~r_year[0])&&(r_year[4]==r_year[1]));
	assign s_year_century = (r_year[7:0] == 8'h00);
	assign s_year_400     = ((~r_year[8])&&((r_year[12]==r_year[9])));
	assign s_year_leap    = (s_year_div_4) && ( (~s_year_century) || ((s_year_century)&&(s_year_400)) );
	always_ff @(posedge clk_i or negedge rstn_i) begin : proc_r_day
		if(~rstn_i) begin
			r_day <= 6'h1;
		end else begin
		if (date_update_i)
			r_day <= s_day;
		else if ((new_day_i)&&(s_end_of_month))
			r_day <= 6'h01;
		else if ((new_day_i)&&(r_day[3:0] != 4'h9))
			r_day[3:0] <= r_day[3:0] + 4'h1;
		else if (new_day_i)
		begin
			r_day[3:0] <= 4'h0;
			r_day[5:4] <= r_day[5:4] + 2'h1;
		end
		end
	end
	always_ff @(posedge clk_i or negedge rstn_i) begin : proc_r_month
		if(~rstn_i) begin
			r_month <= 5'h01;
		end else begin
			if (date_update_i)
				r_month <= s_month;
			else if ((new_day_i)&&(s_end_of_year))
				r_month <= 5'h01;
			else if ((new_day_i)&&(s_end_of_month)&&(r_month[3:0] != 4'h9))
				r_month[3:0] <= r_month[3:0] + 4'h1;
			else if ((new_day_i)&&(s_end_of_month))
			begin
				r_month[3:0] <= 4'h0;
				r_month[4] <= 1;
			end
		end
	end  
	always_ff @(posedge clk_i or negedge rstn_i) begin : proc_r_year
	 	if(~rstn_i) begin
	 		r_year <= 14'h2000;
	 	end else begin
	 		if (date_update_i)
	 			r_year <= s_year;
	 		else if ((new_day_i)&&(s_end_of_year))
			begin
				if (r_year[3:0] != 4'h9)
					r_year[3:0] <= r_year[3:0] + 4'h1;
				else begin
					r_year[3:0] <= 4'h0;
					if (r_year[7:4] != 4'h9)
						r_year[7:4] <= r_year[7:4] + 4'h1;
					else begin
						r_year[7:4] <= 4'h0;
						if (r_year[11:8] != 4'h9)
							r_year[11:8] <= r_year[11:8]+4'h1;
						else begin
							r_year[11:8] <= 4'h0;
							r_year[13:12] <= r_year[13:12]+2'h1;
						end
					end
				end
			end 
	 	end
	end
endmodule
module rtc_top (
                input logic         clk_i,
                input logic         rstn_i,
                input logic         date_update_i,
                input logic [31:0]  date_i,
                output logic [31:0] date_o,
                input logic         clock_update_i,
                output logic [21:0] clock_o,
                input logic [21:0]  clock_i,
                input logic [9:0]   init_sec_cnt_i,
                input logic         calibre_update_i,
                input logic [15:0]  calibre_sec_cnt_i,
                output logic [15:0] calibre_sec_cnt_o,
                input logic         timer_update_i,
                input logic         timer_enable_i,
                input logic         timer_retrig_i,
                input logic [16:0]  timer_target_i,
                output logic [16:0] timer_value_o,
                input logic         alarm_enable_i,
                input logic [5:0]   alarm_mask_i,
                input logic         alarm_update_clock_i,
                input logic [21:0]  alarm_clock_i,
                output logic [21:0] alarm_clock_o,
                input logic         alarm_update_date_i,
                input logic [31:0]  alarm_date_i,
                output logic [31:0] alarm_date_o,
                input logic         event_flag_update_i,
                input logic [1:0]   event_flag_i,
                output logic [1:0]  event_flag_o,
                output logic        event_o
                );
   logic                            s_rtc_update_day;
   logic [31:0]                     s_date;
   assign date_o = s_date;
   rtc_clock i_rtc_clock
     (
      .clk_i                ( clk_i                ),
      .rstn_i               ( rstn_i               ),
      .clock_update_i       ( clock_update_i       ),
      .clock_o              ( clock_o              ),
      .clock_i              ( clock_i              ),
      .init_sec_cnt_i       ( init_sec_cnt_i       ),
      .calibre_update_i     ( calibre_update_i     ),
      .calibre_sec_cnt_i    ( calibre_sec_cnt_i    ),
      .calibre_sec_cnt_o    ( calibre_sec_cnt_o    ),
      .timer_update_i       ( timer_update_i       ),
      .timer_enable_i       ( timer_enable_i       ),
      .timer_retrig_i       ( timer_retrig_i       ),
      .timer_target_i       ( timer_target_i       ),
      .timer_value_o        ( timer_value_o        ),
      .alarm_enable_i       ( alarm_enable_i       ),
      .alarm_mask_i         ( alarm_mask_i         ),
      .alarm_update_clock_i ( alarm_update_clock_i ),
      .alarm_clock_i        ( alarm_clock_i        ),
      .alarm_clock_o        ( alarm_clock_o        ),
      .date_i               ( s_date               ),
      .alarm_update_date_i  ( alarm_update_date_i  ),
      .alarm_date_i         ( alarm_date_i         ),
      .alarm_date_o         ( alarm_date_o         ),
      .event_flag_update_i  ( event_flag_update_i  ),
      .event_flag_i         ( event_flag_i         ),
      .event_flag_o         ( event_flag_o         ),
      .event_o              ( event_o              ),
      .update_day_o         ( s_rtc_update_day     )
      );
   rtc_date i_rtc_date
     (
      .clk_i           ( clk_i            ),
      .rstn_i          ( rstn_i           ),
      .date_update_i   ( date_update_i    ),
      .date_i          ( date_i           ),
      .date_o          ( s_date           ),
      .new_day_i       ( s_rtc_update_day )
      );
endmodule  
==> flow/run.sh <==
#!/bin/bash
# OpenROAD 26Q1-2900-gdf79404cd8, Yosys 0.63+post, stock flow scripts
make -C /OpenROAD-flow-scripts/flow DESIGN_CONFIG=/design/flow/config.mk WORK_HOME=/design/flow/orfs finish
==> flow/config.mk <==
export PLATFORM = sky130hd
export DESIGN_NAME = rtc_top
export DESIGN_NICKNAME = rtc_top
export VERILOG_FILES = /design/flow/design.v
export SDC_FILE = /design/flow/constraint.sdc
export NUM_CORES = 4
export LEC_CHECK = 1
export CORE_UTILIZATION = 30
==> flow/constraint.sdc <==
current_design rtc_top

set clk_period 6.8
set clk_io_pct 0.2

create_clock -name clk0 -period $clk_period [get_ports {clk_i}]

set non_clock_inputs [all_inputs -no_clocks]
set_input_delay [expr $clk_period * $clk_io_pct] -clock clk0 $non_clock_inputs
set_output_delay [expr $clk_period * $clk_io_pct] -clock clk0 [all_outputs]
==> results.ini <==
[critical_path]
critPathMaxStageDelay_ns=0.50
critPathCaptureType=output pin
r2r_end=i_rtc_date.r_year[10]$_DFFE_PN0P_
crit_buf_inv=1
crit_chain=xor2_1, nor4_1, a21oi_1, nor3_1, nand4b_1, o21ai_0, clkdlybuf4s50_1
ff2ff_path_depth=8
crit_required_ns=5.44
r2r_start=i_rtc_clock.r_seconds[1]$_DFFE_PN0P_
crit_slowest_cell=clkdlybuf4s50_1
cp_top_family=simple AND/OR/NAND/NOR gates
crit_path_start_kind=flop
crit_arrival_ns=3.11
regToRegSetupSlack_ns=3.60
cp_max_fo=8
path_class=reg -> out

[sta]
tns_ns=0
max_freq_mhz=224
grt_setup_unrepaired=no
fin_skew_ns=0.0128
worst_pin_slew_ns=0.778
setup_viol=0
finalHoldViolCount=0
slew_headroom_pct=47.4
min_period_over_period_pct=65.7
slew_viol_final=0
setup_slack_ns=2.33
fin_crit_ns=4.47

[cts]
cts_tree=yes
clk_latency_ns=0.44
clk_pin_slew_ns=0.06
cts_made_buffers=17
cts.sinks=172
root_buffer=clkbuf_16
cts_hold_buffers=0
cts.htree.levels=4
cts_max_path_buffers=2
ctsResizeCount=0
cts_setup_buffers=0

[power_and_ir_drop]
ir_drop_uv=177
p_per_area_mw_per_mm2=210
p_sw_uw=759
seq_power_share_pct=45.0
p_comb_share_pct=19.7
p_int_uw=2040
leakage_uw=0.00524
power_frac_clock_pct=35.3
switching_share_pct=27.1

[run]
warnings=54
maxCapViolations=0

[synthesis]
synth-simple-area-share_pct=15.0
syn-cell-area_sq_mm=0.00948
mux_share_pct=11.0
most_common_cell=dfrtp_1
synthArstFlopShare_pct=100
xor_area_share_pct=9.98
syn-mean-instance-area_sq_um=10.4
synth_flops=172
flop_cell=dfrtp_1
ys_cells=912
synthCells=912
top_logic_kind=simple AND/OR/NAND/NOR gates
synthAoiAreaFrac_pct=10.9
yosys_warnings=3
edf_count=0
postSynthSeqShare_pct=45.6
area_leaders=dfrtp_1 (41%), mux2_2 (11%), xnor2_1 (5.7%), dfstp_2 (5.0%), xor2_1 (4.3%)
synth_top_cell_by_area=dfrtp_1
synth.distinct_cells=64
ys_chip_area_sq_mm=0.00948
synthTopCellsByCount=dfrtp_1 (154), mux2_2 (89), nand2_1 (75), xnor2_1 (62), nor2_1 (52)
adder_share_pct=3.43
netlist.area_leader.share_pct=40.7

[placement]
gp_congestion=0.861
place_ws_ns=2.64
port_buffers=286
placed_area_sq_mm=0.0127
dpl.hpwl_mm=20.6

[global_routing]
use_met1_pct=27.2
grt_use_total_pct=18.2
met3_usage_pct=5.32
antenna_found_initial=3
grt_max_degree=63
grt_overflow=0
busiest_layer=met2
grt_pass1_vias=7892
grt_util_met2_pct=27.5
grt_pass1_wl_mm=45.1

[route]
routed_via_density=4.93
first_pass_iters=26
wl_per_cell_microns=17.8
vias=7874
drt_iter0_markers=447
ant_nets=0
drt-total-wl_mm=28.4
post-route-drc-count=0

[hold_path]
hold_start=i_rtc_clock.r_event_flag[1]$_DFFE_PN0P_
hold_path_depth=1
hold_path_class=reg -> reg
whs_endpoint=i_rtc_clock.r_event_flag[1]$_DFFE_PN0P_

[die]
die-height_microns=180
ios=315
die_w_microns=180
core_util_floorplan_pct=30.7
core_sq_mm=0.0308
chip_area_sq_mm=0.0323
row_count=64

[outcome]
status=completed

[finish]
drive_gt1_share_pct=13.1
finalInstanceArea_sq_mm=0.0133
area_growth_pct=40.2

worst max path at each step:
stage	cells past startpoint	startpoint	end	slack [ns]
final	7	i_rtc_clock.r_seconds[3]$_DFFE_PN0P_	event_o	2.33
after global routing	7	i_rtc_clock.r_seconds[3]$_DFFE_PN0P_	event_o	2.00
after CTS	7	i_rtc_clock.r_seconds[3]$_DFFE_PN0P_	event_o	2.14
flip-flops by register name (all words and copies together) (netlist names), 8 cells and up:
register,count
i_rtc_clock.r_alarm_seconds,8
i_rtc_date.r_year,14
i_rtc_clock.r_sec_cnt_calibre,16
i_rtc_clock.r_alarm_year,14
i_rtc_clock.r_sec_counter,16
i_rtc_clock.r_timer_target,17
i_rtc_clock.r_minutes,8
i_rtc_clock.r_seconds,8
i_rtc_clock.r_alarm_minutes,8
i_rtc_clock.r_timer,17
metrics by stage:
| stage | util [%] | power (uW) | cells | hold slack (ns) |
|---|---|---|---|---|
| detailed placement | 41.2 | 1830 | 1564 | 0.495 |
| floorplan | - | 1490 | 925 | 0.442 |
| global route | 43.1 | 2950 | 1596 | 0.533 |
| finish | 43.1 | 2800 | 1598 | 0.505 |
| CTS | 43.1 | 2840 | 1596 | 0.511 |
| global placement | 41.2 | 1830 | 1564 | 0.485 |
cell usage in the layout, fill, tap and decap left out, types with 4 or more instances in the layout:
| cell | instances |
|---|---|
| nor3_1 | 16 |
| nand2_1 | 75 |
| nand2b_1 | 10 |
| nand4b_1 | 4 |
| nand4_1 | 26 |
| nor2_1 | 52 |
| a21o_1 | 4 |
| buf_4 | 10 |
| nor2b_1 | 11 |
| dfrtp_1 | 154 |
| clkdlybuf4s50_1 | 283 |
| xnor2_1 | 62 |
| mux2_2 | 89 |
| a211o_1 | 7 |
| nor4b_1 | 6 |
| a22o_1 | 5 |
| xor2_1 | 46 |
| a31oi_1 | 12 |
| o211ai_1 | 7 |
| conb_1 | 14 |
| o31ai_1 | 11 |
| nor4_1 | 15 |
| clkbuf_16 | 17 |
| inv_1 | 32 |
| or4_1 | 6 |
| a211oi_1 | 4 |
| ha_1 | 26 |
| o22ai_1 | 5 |
| nor3b_1 | 4 |
| a21oi_1 | 24 |
| o21ai_0 | 37 |
| mux2i_1 | 4 |
| and3_1 | 4 |
| nand3_1 | 22 |
| dfstp_2 | 18 |
| a221o_1 | 4 |
| and2_1 | 6 |
final cells by class:
cell class	instances	area, sq um
fill	2936	17500
multi-input combinational	666	4830
sequential	172	4330
timing repair buffer	296	2930
tap	396	495
clock buffer	22	464
inverter	34	128
clock inverter	10	115
antenna	2	5.00
logic make-up after synthesis:
group	Yosys count
xor gates and xnor gates	108
DFF	172
AOI/OAI and AO/OA	153
buffers and inverters	87
adders and majority gates	26
other	1
and+or+nand+nor	272
muxes	93
per-layer routing:
layer / share of wire (%) / wire [microns]
met1: 45 / 12800
met2: 45 / 12700
met3: 8.9 / 2530
met4: 1.3 / 359
met5: 0.060 / 17
power groups by stage:
stage / sequential [uW] / combinational (uW) / clock (uW)
final: 1260 / 550 / 988
after CTS: 1260 / 557 / 1020
after global routing: 1280 / 609 / 1060
Power figures rest on the tool's default switching activity, not on a simulated workload.
